==> flow/constraint.sdc <==
current_design clk_otp_100k_module

set clk_period 3.9
set clk_io_pct 0.2

create_clock -name clk0 -period $clk_period [get_ports {clk_osc_50MHz}]

set non_clock_inputs [all_inputs -no_clocks]
set_input_delay [expr $clk_period * $clk_io_pct] -clock clk0 $non_clock_inputs
set_output_delay [expr $clk_period * $clk_io_pct] -clock clk0 [all_outputs]
==> flow/config.mk <==
export PLATFORM = sky130hd
export DESIGN_NAME = clk_otp_100k_module
export DESIGN_NICKNAME = clk_otp_100k_module
export VERILOG_FILES = /design/flow/design.v
export SDC_FILE = /design/flow/constraint.sdc
export NUM_CORES = 4
export LEC_CHECK = 1
export CORE_AREA = 10 10 103 103
export DIE_AREA = 0 0 113 113
==> flow/design.v <==
module clk_otp_100k_module (
    output reg out,
    input wire clk_osc_50MHz,       
    input wire [1:0] mode,
    input wire soft_reset,
    input wire porz
);
  parameter DIVISOR = 250;  
  integer count;
  always @(posedge clk_osc_50MHz or negedge porz) begin
    if (!porz) begin
      count <= 0;
      out <= 0;
    end else if (soft_reset || mode == 2'b00) begin
      out <= 0;
      count <= 0;
    end else begin
      if (count == DIVISOR - 1) begin
        out <= ~out;
        count <= 0;
      end else begin
        count <= count + 1;
      end
    end
  end
endmodule
==> flow/run.sh <==
#!/bin/bash
# OpenROAD 26Q1-2900-gdf79404cd8, Yosys 0.63+post, stock flow scripts
make -C /OpenROAD-flow-scripts/flow DESIGN_CONFIG=/design/flow/config.mk WORK_HOME=/design/flow/orfs finish
==> job_summary.md <==
## Implementation flow summary

| Metric | Value |
|---|---|
| Status | finished clean |
| Num rows | 33 |
| Fin. Hold Viols | 0 |
| Asr flop ratio synth | 1.00 |
| P_leak | 0.734 nW |
| I/O pin count | 6 |
| Critical Path Sink Type | flip-flop |
| Flip-flops with a built-in enable | 0 |
| RSZ-0062 raised after global routing | false |
| Avg Inst Size Synth | 9.10 um^2 |
| Post-synth regs | 33 |
| Hold buffer count at cts | 0 |
| Final worst-path cycle share | 0.613 |
| Worst-path clk slew | 0.07 ns |
| Vias per Instance | 5.00 |
| Most frequent cells in the layout | 33 x dfrtp_1, 17 x a21oi_1, 16 x nor2_1 |
| Compound Share, Synth | 0.120 |
| Max_cap viols | 0 |
| Post-synth top area cell | dfrtp_1 |
| Worst-Skew Late Latency | 0.28 ns |
| Least-Margin Pin Slew | 0.589 ns |
| Drt wl/cell | 12.5 um |
| # diodes | 0 |
| Layout Cells excl Fill | 309 |
| Worst slew margin | 0.607 |
| CP Launch Type | flip-flop |
| Pin count of the biggest net entering global routing | 34 |
| Starting Density | 0.218 |
| Post-Route M1 WL | 1.96 mm |
| Multiplexer share | 0.00553 |
| Met3 Wirelength | 175 um |
| Post-DRT Antenna Nets | 0 |
| Yosys Chip Area | 1810 um^2 |
| Req. time, crit path | 4.11 ns |
| WS Path Type | reg2reg |
| Layout overhead on the synthesized area | 15.2% |
| Clk buf depth | 2 |
| Vias | 1,544 |
| Die area | 12,800 um^2 |
| Vias in the first global route | 1,364 |
| Initial antenna violation count | 0 |
| Data arrival, critical path | 2.59 ns |
| First-pass GRT wire length | 6.70 mm |
| Simple Share, Synth | 0.317 |
| DR top layer | met3 |
| Post-CTS resize count | 0 |
| DP Area | 1970 um^2 |
| Gr usage total | 0.0598 |
| CTS Root Cell | clkbuf_8 |
| Top cell area share | 0.456 |
| H-tree depth | 2 |
| Top cell excl fill/tap | dfrtp_1 |
| Number of port buffers | 5 |
| Main logic family | simple AND/OR/NAND/NOR gates |
| Peak Freq | 0.419 GHz |
| Number of clock sinks | 33 |
| Register share after synthesis | 0.456 |
| Postcts setup bufs | 0 |
| Initial DRT Pass Iterations | 4 |
| Peak supply drop | 0.114 mV |
| Adders+Majority by Area | 0.0138 |
| Distinct cells, synth | 27 |
| Ys cells | 199 |
| Total clock buffers created by CTS | 5 |
| Drt drc | 0 |
| Log Warnings | 26 |
| Cells after Synth | 199 |
| HP Class | reg2reg |
| Placed cell count | 301 |
| DR WL met2 | 1.73 mm |
| XORs/XNORs by Area | 0.0581 |
| Synth Flop Type | dfrtp_1 |
| Synth area leaders | dfrtp_1 46%, a21oi_1 4.7%, xnor2_1 4.4%, or4_1 4.1%, nand4_1 3.5% |
| Hold_ws | 0.550 ns |
| Min Tclk post-route | 2.39 ns |
| Die X | 113 um |
| Crit-path max FO | 16 |
| Final Max-Slew Violation Tally | 0 |
| Layout cells sized above 1 | 0.0539 |
| Area of the mapped netlist | 1810 um^2 |
| Initial detailed-routing violation count | 75 |
| Setup violations, final | 0 |
| Drt total wl | 3.87 mm |
| Die Y-Extent | 113 um |
| Setup TNS | 0 ns |
| Worst Skew | 0.00838 ns |
| Yosys Warn Count | 1 |
| CTS tree | done |
| Routability Congestion | 0.832 |
| Core ar. | 8300 um^2 |
| Design area | 2090 um^2 |
| Post-detail-place hpwl | 2.64 mm |
| Cell area power density | 336 nW/um^2 |
| FILL cells | 850 |
| Grt ovf | 0 |
## stage by stage
stage                     utilization  setup slack (ns)  total power, mW
after floorplan                     -              1.85            0.363
after global placement          0.237              1.61            0.380
after detailed placement        0.237              1.57            0.380
after CTS                       0.251              1.53            0.712
after global routing            0.251              1.40            0.736
final                           0.251              1.51            0.702
## cell usage after synthesis, types with 5 or more instances
cell type,n
and3_1,5
nand2_1,13
or4_1,10
or3_1,10
nor3_1,8
dfrtp_1,33
nand4_1,10
o21ai_0,11
a21oi_1,17
clkbuf_1,7
nor2_1,16
xnor2_1,9
nand3_1,11
o31ai_1,7
nor4_1,8
## critical path, stage by stage (launching register included)
cell and delay (ns):
dfrtp_1 0.43, ha_1 0.25, nand3_1 0.12, or4_1 0.78, or4_1 0.59, a21oi_1 0.14
## power by group
group | leakage, nW | switching, mW | internal, mW | total [mW]
sequential | 0.460 | 0.00266 | 0.344 | 0.347
clock | 0.0585 | 0.121 | 0.208 | 0.329
combinational | 0.216 | 0.0173 | 0.00862 | 0.0259
## flip-flops by register name, summed over array words and instances (netlist names)
register  cells
count        32
out           1
## layer usage
metal	vias to the layer above	GRT usage
met4	0	0.00423
met2	40	0.0860
li1	755	-
met1	749	0.0933
met5	-	0
met3	0	0.0128
## cells by family after synthesis
family | Yosys count
xor+xnor | 12
mux | 1
fa+ha+maj | 2
simple gates | 100
flops | 33
compound gates | 38
buf+inv | 13
## area by class of cell
type | instances | area [um^2] | share of cell area
clock buffer | 7 | 86.3 | 0.0414
clock inverter | 1 | 30.0 | 0.0144
inverter | 3 | 11.3 | 0.00540
multi-input combinational | 153 | 936 | 0.449
sequential | 33 | 826 | 0.396
tap | 105 | 131 | 0.0630
timing repair buffer | 7 | 65.1 | 0.0312
## worst paths after layout
path / start / end / slack (ns) / depth (start not counted)
max in group asynchronous: porz / count[8] / 2.69 / 2
min: count[0] / count[0] / 0.55 / 1
max reg2reg: count[0] / count[28] / 1.51 / 5
min reg2reg: count[0] / count[0] / 0.55 / 1
min in group asynchronous: porz / count[16] / 0.91 / 2
max: count[0] / count[28] / 1.51 / 5
Power is estimated from default activity; no workload was simulated.
